<file path="flow/config.mk">
export PLATFORM = sky130hd
export DESIGN_NAME = axi_4_lite_slv
export DESIGN_NICKNAME = axi_4_lite_slv
export VERILOG_FILES = /design/flow/design.v
export SDC_FILE = /design/flow/constraint.sdc
export NUM_CORES = 4
export LEC_CHECK = 1
export CORE_UTILIZATION = 50
</file>
<file path="flow/constraint.sdc">
current_design axi_4_lite_slv

set clk_period 27.3
set clk_io_pct 0.2

create_clock -name clk0 -period $clk_period [get_ports {S_AXI_ACLK}]

set non_clock_inputs [all_inputs -no_clocks]
set_input_delay [expr $clk_period * $clk_io_pct] -clock clk0 $non_clock_inputs
set_output_delay [expr $clk_period * $clk_io_pct] -clock clk0 [all_outputs]
</file>
<file path="flow/design.v">
module axi_4_lite_slv (
    input	wire					               S_AXI_ACLK,
	input	wire					               S_AXI_ARESETN,
	input	wire					               S_AXI_AWVALID,   
	output	wire					               S_AXI_AWREADY,   
	input	wire [($clog2(32 / 8) + $clog2(32))-1:0]           S_AXI_AWADDR,    
	input	wire [2:0]				               S_AXI_AWPROT,    
	input	wire					               S_AXI_WVALID,    
	output	wire					               S_AXI_WREADY,    
	input	wire [32-1:0]		   S_AXI_WDATA,     
	input	wire [(32 / 8)-1:0]	       S_AXI_WSTRB,     
	output	wire					               S_AXI_BVALID,    
	input	wire					               S_AXI_BREADY,    
	output	wire [1:0]				               S_AXI_BRESP,     
	input	wire					               S_AXI_ARVALID,   
	output	wire					               S_AXI_ARREADY,   
	input	wire [($clog2(32 / 8) + $clog2(32))-1:0]           S_AXI_ARADDR,    
	input	wire [2:0]				               S_AXI_ARPROT,    
	output	wire					               S_AXI_RVALID,    
	input	wire					               S_AXI_RREADY,    
	output	wire [32-1:0]		   S_AXI_RDATA,     
	output	wire [1:0]				               S_AXI_RRESP,     
    output wire  [$clog2(32)-1:0]            DEB_READ_INDEX,
    output wire  [$clog2(32)-1:0]            DEB_WRITE_INDEX                                                             
);
    reg [32-1:0] regfile [32-1:0];
    integer reg_id;
    wire [$clog2(32)-1:0] read_index  = S_AXI_ARADDR[($clog2(32 / 8) + $clog2(32))-1:$clog2(32 / 8)];
    wire [$clog2(32)-1:0] write_index = S_AXI_AWADDR[($clog2(32 / 8) + $clog2(32))-1:$clog2(32 / 8)];
    assign DEB_READ_INDEX  = read_index;
    assign DEB_WRITE_INDEX = write_index;
    reg                         axi_awready_reg;
    reg                         axi_wready_reg;
    reg                         axi_bvalid_reg;
    reg [1:0]                   axi_bresp_reg;
    reg [$clog2(32)-1:0] axi_awaddr_latched;   
    reg                         slv_reg_wren;        
    reg                         axi_arready_reg;
    reg                         axi_rvalid_reg;
    reg [1:0]                   axi_rresp_reg;
    reg [32-1:0] axi_rdata_reg;       
    reg [$clog2(32)-1:0]  axi_araddr_latched;  
    assign S_AXI_AWREADY = axi_awready_reg;
    assign S_AXI_WREADY  = axi_wready_reg;
    assign S_AXI_BVALID  = axi_bvalid_reg;
    assign S_AXI_BRESP   = axi_bresp_reg;
    assign S_AXI_ARREADY = axi_arready_reg;
    assign S_AXI_RVALID  = axi_rvalid_reg;
    assign S_AXI_RRESP   = axi_rresp_reg;
    assign S_AXI_RDATA   = axi_rdata_reg;
    always @(posedge S_AXI_ACLK) begin
        if (!S_AXI_ARESETN) begin
            axi_arready_reg    <= 1'b0;
            axi_rvalid_reg     <= 1'b0;
            axi_araddr_latched <= 0;
            axi_rdata_reg      <= 0;
            axi_rresp_reg      <= 2'bx;
        end else begin
            axi_arready_reg    <= 1'b0;
            axi_rvalid_reg     <= 1'b0;
            if (S_AXI_ARVALID == 1'b1 && axi_arready_reg == 1'b0) begin
                axi_arready_reg    <= 1'b1;
                axi_araddr_latched <= read_index;
            end
            if (S_AXI_ARVALID == 1'b1 && axi_arready_reg == 1'b1) begin
                axi_arready_reg <= 1'b0;
                axi_rvalid_reg  <= 1'b1;
                axi_rresp_reg   <= 2'b00;
                axi_rdata_reg   <= regfile[axi_araddr_latched];
            end
            if (S_AXI_RREADY == 1'b1 && axi_rvalid_reg == 1'b1) begin
                axi_rvalid_reg  <= 1'b0;
                axi_rresp_reg   <= 2'bx;
                axi_rdata_reg   <= 0;
            end
        end
    end
    always @(posedge S_AXI_ACLK) begin
        if (!S_AXI_ARESETN) begin
            axi_awready_reg    <= 1'b0;
            axi_wready_reg     <= 1'b0;
            axi_bvalid_reg     <= 1'b0;
            axi_awaddr_latched <= 0;
            slv_reg_wren       <= 0;
        end else begin
            axi_awready_reg    <= 1'b0;
            axi_wready_reg     <= 1'b0;
            axi_bvalid_reg     <= 1'b0;
            slv_reg_wren       <= 0;
            if (S_AXI_AWVALID == 1'b1 && axi_awready_reg == 1'b0) begin
                axi_awready_reg    <= 1'b1;
                axi_awaddr_latched <= write_index;
            end 
            if (S_AXI_AWVALID == 1'b1 && axi_awready_reg == 1'b1) begin
                axi_wready_reg     <= 1'b1;   
            end
            if (S_AXI_WVALID == 1'b0 && axi_wready_reg == 1'b1) begin
                axi_wready_reg     <= 1'b1; 
            end
            if (S_AXI_WVALID == 1'b1 && S_AXI_BREADY == 1'b1 && axi_wready_reg == 1'b1) begin
                slv_reg_wren       <= 1;
                axi_bresp_reg      <= 2'b00;
                axi_bvalid_reg     <= 1'b1;
            end
        end
    end
    integer byte_id;
    always @(posedge S_AXI_ACLK) begin
        if (!S_AXI_ARESETN) begin
            for (reg_id = 0; reg_id < 32; reg_id = reg_id + 1) begin
                regfile[reg_id] <= 32'h0;
            end
        end else begin
            if (slv_reg_wren) begin
                for (byte_id = 0; byte_id < (32 / 8); byte_id = byte_id + 1) begin
                    if (S_AXI_WSTRB[byte_id]) begin
                        regfile[axi_awaddr_latched][(byte_id*8)+:8] <= S_AXI_WDATA[(byte_id*8)+:8];
                    end
                end
            end
        end
    end
endmodule
</file>
<file path="flow/run.sh">
#!/bin/bash
# OpenROAD 26Q1-2900-gdf79404cd8, Yosys 0.63+post, stock flow scripts
make -C /OpenROAD-flow-scripts/flow DESIGN_CONFIG=/design/flow/config.mk WORK_HOME=/design/flow/orfs finish
</file>
==> summary.txt <==
Fin. Hold Viols = 0
CP required = 21.84 ns
Hold depth = 2
Die Span X = 316.6 um
GP Congestion = 0.8565
Fin. max-slew vios = 0
Core area = 98280 um2
Worst hold-check path type = register to register
Crit-path slowest cell = clkdlybuf4s50_1
Setup TNS = 0 ns
Synth cell types = 28
Max_cap viols = 0
All-Layer GR Usage = 28.11%
CP most frequent cell = clkdlybuf4s50_1
Max transition margin = 39.51%
Area leader share = 62.15%
Clk latency of the worst-skew pair = 0.69 ns
Yosys warns = 1
Worst r2r dst = axi_rdata_reg[5]$_SDFFE_PP0P_
First-pass GRT wire length = 186000 um
CTS Hold Buffers Added = 0
Vias after detailed routing = 29221
Gate count of the mapped netlist = 3726
P_leak = 0.01957 uW
Largest net degree at the start of global routing = 110
Num ports = 114
Fin crit period = 11.89 ns
Yosys top cell by instances = and2_1
Slowest Stage Delay on Critical Path = 0.50 ns
Root Buffer = clkbuf_16
Dpl hpwl = 77410 um
Top cells by count, synth = 1030 x and2_1, 1024 x edfxtp_1, 522 x mux2i_1, 256 x a22oi_1, 216 x clkbuf_1
TritonCTS Buffers = 108
# rows = 115
Post-route DRC = 0
Yosys top cell by area = edfxtp_1
Family with the most delay on the worst path = buffers and inverters
Area of the mapped netlist = 49470 um2
R2r setup slk = 22.58 ns
Worst setup margin = 15.41 ns
Setup crit end kind = output port
Initial antenna violation count = 3
Startpoint types = primary input
Max Clock Skew = 0.01991 ns
Crit path DAT = 6.43 ns
OpenROAD warnings = 39
Cycle use final = 43.57%
Post-CTS Setup Repair Bufs = 0
Yosys cell count = 3726
WHS Endpoint = axi_wready_reg$_SDFF_PN0_
Max reg flops = 1024
Reg2Reg Launch Point = axi_araddr_latched[0]$_SDFFE_PN0P_
RSZ-0062 raised after global routing = no
Largest cells by area = edfxtp_1 62%, and2_1 13%, mux2i_1 11%, a22oi_1 3.9%, dfxtp_1 1.9%
Number of setup violations in the final report = 0
Slew @ Worst Pin = 0.9051 ns
Peak Freq = 84.08 MHz
IO Port Bufs = 99
Share of cells above drive strength 1 = 9.504%
DR iter-0 viols = 1757
Hold Crit Start = axi_wready_reg$_SDFF_PN0_
VDD IR max = 58.94 uV
CTS max path bufs = 3
Grt ovf = 0
Chip area = 100200 um2
Synthesis-to-layout area growth = 12.47%
Wire length per cell = 24.19 um
Worst setup slack after placement = 15.41 ns
Antenna-violating nets left = 0
# resized after CTS = 0
CP Class = primary input to output port
PD cells = 64.55 nW/um2
Main synth FF type = edfxtp_1
Vias in the first global route = 29693
Ys async rst share = 0%
Vias/cell = 5.595
Seq share, synth = 64.06%
Clk slew on worst S/H paths = 0.06 ns
EDFF count, synth = 1024
Critical path cell sequence = clkdlybuf4s50_1 > clkdlybuf4s50_1
Number of buffers and inverters on the critical path = 2
CTS Sinks = 1071
DIE HEIGHT = 316.6 um
#FFs+latches synth = 1071
Status = completed
Routed wire length = 126300 um
Avg Cell Area, Syn = 13.28 um2
TritonCTS clock tree = built
R2R cell count = 8
YS chip area = 49470 um2
Worst-path fanout max = 2
FP Util = 50.34%
H-tree depth = 3
Pre-antenna DRT Iters = 6
==> stage by stage <==
step	total power, uW	hold slack, ns	cell area [um2]	instances	utilization (%)
after floorplan	2063	0.4496	49490	3729	-
after global placement	2170	0.5056	52150	5019	53.06
after detailed placement	2178	0.4969	52150	5019	53.06
after CTS	3616	0.5151	55640	5222	56.62
after global routing	3706	0.5443	55640	5222	56.62
final	3592	0.5102	55640	5223	56.62
==> layer usage <==
metal	global-route usage, %	vias to the layer above	wire (um)
li1	-	13764	-
met4	6.687	8	3799
met5	1.089	-	187
met1	40.65	14103	48450
met3	13.59	193	15070
met2	41.56	1153	58840
==> final cells by class <==
type	instances	area (um2)
clock buffer	153	3035
sequential	1071	31690
multi-input combinational	2364	16350
clock inverter	50	460.4
antenna	1	2.502
tap	1287	1610
fill	7423	42630
timing repair buffer	297	2487
==> cells in the final DEF, fill, tap and decap left out, drive strengths merged, types with 47 or more instances in the layout <==
| cell | instances |
|---|---|
| mux2i | 522 |
| buf | 199 |
| a22oi | 256 |
| edfxtp | 1024 |
| nor2 | 131 |
| o21ai | 160 |
| and2 | 1030 |
| a21oi | 160 |
| dfxtp | 47 |
| clkdlybuf4s50 | 98 |
| clkbuf | 153 |
==> power by group <==
| part | switching [uW] | internal (uW) |
|---|---|---|
| Clock | 602 | 847 |
| Sequential | 20.4 | 1850 |
| Combinational | 176 | 96.7 |
==> kinds of logic after synthesis <==
family	count (synthesis)	synth area share [%]
other cells	1	0.007580
flops	1071	64.06
mux	522	10.56
compound gates	578	7.152
buf+inv	294	3.040
simple gates	1260	15.18
==> worst max path at each step <==
| stage | start | endpoint | cells past startpoint |
|---|---|---|---|
| 6_report | S_AXI_ARADDR[4] | DEB_READ_INDEX[2] | 2 |
| 5_1_grt | S_AXI_ARADDR[4] | DEB_READ_INDEX[2] | 2 |
| 4_1_cts | S_AXI_ARADDR[4] | DEB_READ_INDEX[2] | 2 |
Power figures rest on the tool's default switching activity, not on a simulated workload.
